==> flow/design.v <==
module MISR #(parameter MISR_Size = 32) (
    input wire clk,
    input wire internalRst,
    input wire MISR_En,
    input wire [MISR_Size-1:0] MISR_Poly,
    input wire [MISR_Size-1:0] MISR_Seed,
    input wire [MISR_Size-1:0] input_data,
    output reg [MISR_Size-1:0] MISR_Out
);
  always @(posedge clk) begin
    if (internalRst)
      MISR_Out <= MISR_Seed;
    else if(MISR_En)
      MISR_Out <= input_data ^ ({MISR_Size{MISR_Out[0]}} & MISR_Poly) ^ {1'b0, MISR_Out[MISR_Size-1:1]};
  end
endmodule
==> flow/run.sh <==
#!/bin/bash
# OpenROAD 26Q1-2900-gdf79404cd8, Yosys 0.63+post, stock flow scripts
make -C /OpenROAD-flow-scripts/flow DESIGN_CONFIG=/design/flow/config.mk WORK_HOME=/design/flow/orfs finish
==> flow/config.mk <==
export PLATFORM = sky130hd
export DESIGN_NAME = MISR
export DESIGN_NICKNAME = MISR
export VERILOG_FILES = /design/flow/design.v
export SDC_FILE = /design/flow/constraint.sdc
export NUM_CORES = 4
export LEC_CHECK = 1
export CORE_UTILIZATION = 30
==> flow/constraint.sdc <==
current_design MISR

set clk_period 2.4
set clk_io_pct 0.2

create_clock -name clk0 -period $clk_period [get_ports {clk}]

set non_clock_inputs [all_inputs -no_clocks]
set_input_delay [expr $clk_period * $clk_io_pct] -clock clk0 $non_clock_inputs
set_output_delay [expr $clk_period * $clk_io_pct] -clock clk0 [all_outputs]
==> flow_summary.toml <==
# implementation run metrics
[placement]
hpwl_um = 3600
io_buffers = 130
gp_congestion = 0.788
placed_cells = 402
pre_cts_ws_ps = 425

[sta]
final_max_slew_viol_count = 0
relSlewSlack_pct = 46.5
final.setup.worst_slack_ps = 552
tightestPinTransition_ps = 803
post-route-period-util_pct = 77.0
hold_viol_final = 0
min_period_ps = 1850
setup-tns-final_ps = 0
finalSetupViolCount = 0
rsz0062_at_grt = "false"
fmax_ghz = 0.541
skew_ps = 6.01

[setup_path]
worstRegToRegCells = 4
reg2reg_setup_slack_ps = 1150
cp.depth = 2
timing.rr.start = "MISR_Out[0]$_DFFE_PP_"
critPathRequiredTime_ps = 1920
path_max_fanout = 17
crit_start = "MISR_Out[0]$_DFFE_PP_"
end_kind = "output port"
path_class = "reg2out"
start_kind = "flop"
cpMaxStageDelayCell = "clkdlybuf4s50_1"
r2r-end = "MISR_Out[10]$_DFFE_PP_"
worstPathArrival_ps = 1370
critical-path-max-stage-delay_ps = 510
cp-endpoint = "MISR_Out[0]"
cp_top_family = "buffers and inverters"
critPathBufInv = 2
path_cells = "buf_4 -> clkdlybuf4s50_1"

[cts]
clockRootBuffer = "clkbuf_8"
cts_tree = "done"
cts_buffer_depth = 2
cts_hold_buf = 0
clkTransAtPathRegs_ps = 60
postCtsSetupRepairBufs = 0
cts_inserted_buffers = 5
cts_num_sinks = 32
htree_levels = 2
clock_latency_ps = 280
cts_resized = 0

[die]
ioPinCount = 131
dieArea_um2 = 6950
rows = 29
die_h_um = 83.4
core_um2 = 6390
fp-utilization_pct = 31.1
die_width_um = 83.4

[cells_and_area]
reg_top3 = "MISR_Out (32)"
area_growth_pct = 71.7
fill_cells = 573
largest_reg_flops = 32
logic_area_um2 = 958
top_register = "MISR_Out"
drive_gt1_share_pct = 3.31
register_area_um2 = 961
stdcell_count = 409

[routing]
vias_per_cell = 4.33
drc = 0
drt.antenna.violating_nets = 0
antenna_cells = 0
drt_pass1_iterations = 6
drtIter0Drc = 45
routed_wl_um = 5040
routedWlPerCell_um = 12.3
num_vias = 1772

[global_route]
grt_max_degree = 65
antenna_found_initial = 0
grt_pass1_vias = 1743
grt_pass1_wl_um = 8630
overflow = 0
grt_usage_pct = 16.2

[logic_synthesis]
synth_area_per_cell_um2 = 9.84
ys_chip_area_um2 = 1990
ys_types = 11
synth_area_um2 = 1990
ys_cells = 202
postSynthSeqShare_pct = 48.4
yosysWarnings = 1
synth_flops = 32
synthCells = 202

[power_and_ir_drop]
power.leakage_uw = 0.00121
power_density_nw_per_um2 = 554
vdd_ir_drop_max_mv = 0.267

[min_path]
hold_path_class = "reg2reg"
holdPathStages = 3

[run]
cap_violations = 0
warning_count = 25

[status]
status = "finished, final reports clean"
[cell usage in the layout (no fill, tap or decap), drive strengths merged]
cell type / Yosys / final
or2: 1 / 1
clkdlybuf4s50: 0 / 129
buf: 7 / 4
nand2: 64 / 64
o21ai: 32 / 32
xor2: 1 / 1
edfxtp: 32 / 32
clkinv: 0 / 1
xnor2: 62 / 62
clkbuf: 3 / 6
[metrics by stage]
stage               power, uW  instance area [um2]  utilization (%)  hold WS, ps
global route             2030                 3410             53.4          826
floorplan                1150                 1990                -          671
global placement         1530                 3330             52.2          744
CTS                      1930                 3410             53.4          777
finish                   1890                 3410             53.4          771
detailed placement       1530                 3330             52.2          760
[metal layers]
layer	GRT usage, %	share of wire (%)	vias up
met5	0	0	-
met4	1.10	0.85	0
met3	3.13	6.7	5
met2	23.7	44	80
met1	27.4	49	767
li1	-	-	920
[cells in the mapped netlist]
master / number / area [um2]
nand2_1: 64 / 240
xnor2_1: 62 / 543
edfxtp_1: 32 / 961
o21ai_1: 30 / 150
buf_2: 3 / 15.0
buf_6: 3 / 33.8
clkbuf_1: 3 / 11.3
o21ai_0: 2 / 10.0
buf_4: 1 / 7.51
or2_2: 1 / 6.26
xor2_1: 1 / 8.76
[power breakdown]
part           leakage [uW]  switching [uW]  internal (uW)
combinational      0.000842             232            482
sequential         0.000332            60.8            735
clock             0.0000410             185            197
total               0.00121             478           1410
[worst register-to-register path, stage by stage, from the launching register on]
cell and delay [ps]:
edfxtp_1 340, buf_4 230, nand2_1 100, xnor2_1 230, o21ai_1 90
[final cells by class]
class | instances | area share [%]
Multi-Input combinational cell | 160 | 28.1
Tap cell | 77 | 2.82
Timing Repair Buffer | 133 | 38.7
Clock buffer | 6 | 2.13
Clock inverter | 1 | 0.147
Sequential cell | 32 | 28.2
[worst min-delay path by stage]
| stage | to | slack, ps | from |
|---|---|---|---|
| finish | MISR_Out[7]$_DFFE_PP_ | 770 | MISR_Out[8]$_DFFE_PP_ |
| global route | MISR_Out[22]$_DFFE_PP_ | 830 | MISR_Out[23]$_DFFE_PP_ |
| CTS | MISR_Out[0]$_DFFE_PP_ | 780 | MISR_Out[1]$_DFFE_PP_ |
[logic make-up after synthesis]
group           count (synthesis)  synth area share, %
simple gates                   65                 12.4
xor+xnor                       63                 27.8
compound gates                 32                 8.06
flops                          32                 48.4
buf+inv                        10                 3.40
Power figures rest on the tool's default switching activity, not on a simulated workload.
