==> design/flow/config.mk <==
export PLATFORM = sky130hd
export DESIGN_NAME = adder
export DESIGN_NICKNAME = adder
export VERILOG_FILES = /design/flow/design.v
export SDC_FILE = /design/flow/constraint.sdc
export NUM_CORES = 4
export LEC_CHECK = 1
export CORE_UTILIZATION = 30
==> design/flow/constraint.sdc <==
current_design adder

set clk_period 8.0
set clk_io_pct 0.2

create_clock -name clk0 -period $clk_period [get_ports {clk}]

set non_clock_inputs [all_inputs -no_clocks]
set_input_delay [expr $clk_period * $clk_io_pct] -clock clk0 $non_clock_inputs
set_output_delay [expr $clk_period * $clk_io_pct] -clock clk0 [all_outputs]
==> design/flow/design.v <==
module adder(operand_1,operand_2,clk,Sum);
input [31:0] operand_1;
input [31:0] operand_2;
input [0:0] clk;
output [31:0] Sum;
reg [31:0] sum;
reg rst;
reg [7:0] exponent_final;
reg [23:0] mantissa_final;
reg [24:0] mantissa_sum;
reg [23:0] shifted_mantissa_1,shifted_mantissa_2;
reg [7:0] tmp_new_exponent;
reg [7:0] diff; 
reg busy_1=0;
reg busy_2=0;
reg busy_3=0;
reg done_1,done_2,done_3;
always @(posedge clk)
begin
    if(busy_1==0)
    begin
        busy_1<=1;    
    end
    else if (done_1==1 && busy_2==0)
    begin
        busy_1<=0;
        busy_2<=1;
    end
    else if(done_2==1 && busy_3==0)
    begin
        busy_2<=0;
        busy_3<=1;
    end
    else if(done_3==1)
    begin
        sum<={operand_1[31],exponent_final,mantissa_final[22:0]};
        busy_3<=0;
    end
end
assign Sum = sum; 
always @(posedge clk)
begin
    if(operand_1[30:23] == operand_2[30:23])
    begin
        shifted_mantissa_1<={1'b1,operand_1[22:0]};
        shifted_mantissa_2<={1'b1,operand_2[22:0]};
        tmp_new_exponent<=operand_1[30:23]+1'b1;
        done_1<=1;
    end
    else if(operand_1[30:23]>operand_2[30:23])
    begin
        diff=operand_1[30:23]-operand_2[30:23];
        shifted_mantissa_1<={1'b1,operand_1[22:0]};
        shifted_mantissa_2<=({1'b1,operand_2[22:0]}>>diff);
        tmp_new_exponent<=operand_1[30:23]+1'b1;
        done_1<=1;
    end
    else if(operand_2[30:23]>operand_1[30:23])
    begin
        diff=operand_2[30:23]-operand_1[30:23];
        shifted_mantissa_2<={1'b1,operand_2[22:0]};
        shifted_mantissa_1<=({1'b1,operand_1[22:0]}>>diff);
        tmp_new_exponent<=operand_2[30:23]+1'b1;
        done_1<=1;
    end
end
always @(posedge clk)
begin
    mantissa_sum<=shifted_mantissa_1+shifted_mantissa_2;
    if(mantissa_sum==(shifted_mantissa_1+shifted_mantissa_2))
    begin
        done_2<=1;
    end
end 
always @(posedge clk)
begin
    if(rst==0)
    begin
        mantissa_final<=mantissa_sum[24:1];
        exponent_final<=tmp_new_exponent;
        if(mantissa_final==mantissa_sum[24:1])
        begin
            rst<=1;
        end
    end
    else begin
        repeat(24) begin
            if(mantissa_final[23]==0)
            begin
                mantissa_final<=(mantissa_final<<1'b1);
                exponent_final<=exponent_final-1'b1;
            end
            else begin
                done_3<=1;
                rst<=0;
            end
        end
    end
end
endmodule
==> design/flow/run.sh <==
#!/bin/bash
# OpenROAD 26Q1-2900-gdf79404cd8, Yosys 0.63+post, stock flow scripts
make -C /OpenROAD-flow-scripts/flow DESIGN_CONFIG=/design/flow/config.mk WORK_HOME=/design/flow/orfs finish
==> flow.log <==
[flow] final metrics
[metrics] outcome: finished, final reports clean
[metrics] deepest clock path buffer count: 2
[metrics] part of the Yosys area used for sequential elements: 41.7%
[metrics] cell total in the yosys stat output: 1,038
[metrics] Worst-Margin Slew: 805 ps
[metrics] yosys synthesis chip area: 9960 um^2
[metrics] mean cell area of the mapped netlist: 9.59 um^2
[metrics] Design Power: around 3100 uW
[metrics] Routed WL per cell: 16.0 um
[metrics] number of vias per cell after detailed routing: 5.02
[metrics] Clock Sink Count: 148
[metrics] GPL Wtd Cong: between 0.9 and 1
[metrics] final tally of setup violations: 0
[metrics] Crit Reg-Reg Endpoint: mantissa_sum[24]
[metrics] Worst-path clk slew: 60 ps
[metrics] final-report max-slew violation count: 0
[metrics] portion of netlist area occupied by mux cells: 9.65%
[metrics] post-place instance area: approximately 11,000 um^2
[metrics] n_diodes: 0
[metrics] iteration-0 DRC count of the detailed router: between 600 and 700
[metrics] fraction of the mapped netlist area in adder cells: 6.13%
[metrics] worst-case hold path end point: busy_1
[metrics] R2R Path Start: shifted_mantissa_1[1]
[metrics] crit path time final: a little over 5000 ps
[metrics] initial antenna violation count: 0
[metrics] r2r worst-path depth: 9
[metrics] dominant logic cell types in the final layout: sky130_fd_sc_hd__nand2_1, sky130_fd_sc_hd__edfxtp_1, sky130_fd_sc_hd__clkdlybuf4s50_1
[metrics] crit path capture type: register
[metrics] final clock period utilization by the worst path: approximately 64%
[metrics] post-detail-place hpwl: 19,300 um
[metrics] Pwr per Cell Area: 258 nW/um^2
[metrics] die width: 184 um
[metrics] TritonCTS buffer count: 17
[metrics] Leakage: 0.00461 uW
[metrics] First-pass DRT Iterations: 5
[metrics] number of vias in the routed layout: ~7,900
[metrics] area growth from synthesis to final layout: 20.5%
[metrics] chip area: 33,900 um^2
[metrics] setup repair after global routing missed its margin: false
[metrics] Post-synth EDFFs: 119
[metrics] latest clock arrival within the worst-skew pair: 360 ps
[metrics] critical path arrival: 5260 ps
[metrics] CP Max Fanout: 31
[metrics] maximum number of pins on one net before global-route repair: 48
[metrics] Setup Fix Bufs, Post-CTS: 0
[metrics] type of the worst setup path: primary input to register
[metrics] post-detailed-routing wire length: roughly 25,000 um
[metrics] Commonest flop: sky130_fd_sc_hd__edfxtp_1
[metrics] number of I/O pins: a little under 100
[metrics] grt total ovfl: 0
[metrics] share of flip-flops with an asynchronous set or reset: 0%
[metrics] Hold Fails Final Rpt: 0
[metrics] tally of max-capacitance violations: 0
[metrics] synthesized area: 9960 um^2
[metrics] most numerous logic cell after layout: sky130_fd_sc_hd__nand2_1
[metrics] num rows: 66
[metrics] Largest logic family: AND-OR/OR-AND gates
[metrics] skew final: ~1.9 ps
[metrics] root buf cell: sky130_fd_sc_hd__clkbuf_16
[metrics] Hold-fix buffers, CTS: 0
[metrics] parity-gate share of the synthesized area counting xor and xnor cells: 6.24%
[metrics] Port Buffers: 95
[metrics] count of mapped cells out of synthesis: 1,038
[metrics] remaining antenna violation count: 0
[metrics] highest attainable clock frequency: 0.194 GHz
[metrics] # fillers: ~3,200
[metrics] Gates resized, CTS repair: 0
[metrics] area share of and/or/nand/nor cells after synthesis: 14.9%
[metrics] worst rel slew slack: a little under half
[metrics] launch point of the worst hold path: busy_1
[metrics] share of post-route cells with drive strength above 1: 9.37%
[metrics] Hold Path Depth: 1
[metrics] path category of the worst min-delay check: register to register
[metrics] fraction of synthesized cell area taken by the top area cell type: 35.9%
[metrics] Yosys top cell by area: sky130_fd_sc_hd__edfxtp_1
[metrics] number of global-route vias before repair: 7,415
[metrics] #FFs+latches synth: 148
[metrics] vertical extent of the die: 184 um
[metrics] required time worst endpoint: 8110 ps
[metrics] Overall Global Routing Usage: 15.8%
[metrics] clock tree from TritonCTS: done
[metrics] number of warnings the tools reported: 154
[metrics] sum of negative setup slack: 0 ps
[metrics] maximum ir drop on the vdd rail: between 0.0001 and 0.00015 V
[metrics] number of different library cells in the post-synthesis netlist: 73
[metrics] post-layout instance area: roughly 12,000 um^2
[metrics] largest cells by area after synthesis: sky130_fd_sc_hd__edfxtp_1, sky130_fd_sc_hd__nand2_1, sky130_fd_sc_hd__dfxtp_1, sky130_fd_sc_hd__ha_1, sky130_fd_sc_hd__mux4_2
[metrics] final cell count without fillers: 1,573
[metrics] total DRC errors in the routed layout: 0
[metrics] flop-to-flop setup slack: slightly above 5000 ps
[metrics] critical path startpoint category: primary input
[metrics] Post-Synth AOI/OAI Area: between 10% and 20%
[metrics] floorplan utilization: 30.5%
[metrics] global-route wire length before repair: between 40,000 and 50,000 um
[metrics] area of the core: 32,600 um^2
[metrics] # placed instances: 1,541
[metrics] synthesis warning total: 1
[metrics] H-tree level count: 4
==> per-layer routing <==
layer | share of wire, % | vias to the layer above | GRT usage [%]
met5 | 0 | - | 0
met4 | 1.1 | 0 | 1.60
met3 | 5.5 | 19 | 2.92
met2 | 46 | 214 | 24.5
met1 | 47 | 3734 | 24.6
li1 | - | 3937 | -
==> metrics by stage <==
step | setup slack [ps] | hold slack, ps | util (%)
floorplan | 3180 | 378 | -
global placement | 2550 | 389 | 34.9
detailed placement | 2540 | 401 | 34.9
CTS | 2970 | 414 | 36.8
global route | 2680 | 439 | 36.8
finish | 2850 | 411 | 36.8
==> cell type report <==
type,count,area [um^2],share of cell area [%]
flip-flops and latches,148,4150,34.6
repair buffers,113,1090,9.05
well taps,442,553,4.61
inverters,60,225,1.88
clock buffers,17,425,3.55
multi-input cells,778,5370,44.7
clock inverters,15,186,1.55
==> cells in the mapped netlist (all sizes together), types with 4 or more instances <==
cell,instances
xnor2,37
nand2b,6
nor4,5
nor2b,18
o221ai,4
nor3,12
xor2,34
a21o,11
o21ai,87
mux2,14
edfxtp,119
nand3,21
buf,23
inv,60
a211oi,10
nor2,60
o21a,6
and3,11
mux4,21
o211ai,5
dfxtp,29
nand4,10
o31ai,16
ha,44
a31oi,6
and2,4
clkbuf,29
mux2i,33
a32o,5
a32oi,5
nand2,162
a21oi,81
==> registers in the layout, summed over array words and instances, names as in the netlist <==
| signal | count |
|---|---|
| sum | 32 |
| mantissa_final | 24 |
| mantissa_sum | 24 |
| shifted_mantissa_1 | 24 |
| shifted_mantissa_2 | 24 |
| exponent_final | 8 |
| tmp_new_exponent | 8 |
| busy_1 | 1 |
| busy_2 | 1 |
| busy_3 | 1 |
| rst | 1 |
==> worst max-delay path: stages <==
cell and delay, ps:
sky130_fd_sc_hd__clkdlybuf4s50_1 510, sky130_fd_sc_hd__inv_1 160, sky130_fd_sc_hd__ha_1 160, sky130_fd_sc_hd__inv_1 50, sky130_fd_sc_hd__fa_1 470, sky130_fd_sc_hd__buf_4 360, sky130_fd_sc_hd__mux2_2 400, sky130_fd_sc_hd__o21ai_0 560
sky130_fd_sc_hd__inv_1 80, sky130_fd_sc_hd__mux4_2 460, sky130_fd_sc_hd__a21boi_0 330, sky130_fd_sc_hd__o21ai_0 120
==> worst max path at each step <==
stage | startpoint | endpoint | slack, ps | cells past startpoint
5_1_grt | operand_1[23] | shifted_mantissa_1[4] | 2680 | 10
4_1_cts | operand_2[23] | shifted_mantissa_1[6] | 2970 | 12
6_report | operand_2[23] | shifted_mantissa_1[6] | 2850 | 12
==> power by group <==
group / switching [uW] / internal, uW
Combinational: 646 / 486
Clock: 270 / 423
Sequential: 161 / 1110
==> cells by family after synthesis <==
family | count (synthesis)
compound gates | 267
xor+xnor | 71
fa+ha+maj | 47
buf+inv | 112
flops | 148
mux | 68
simple gates | 325
No activity file was given, so power comes from the tool's default toggle rates.
