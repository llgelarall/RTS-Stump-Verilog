## flow/config.mk

```make
export PLATFORM = sky130hd
export DESIGN_NAME = RTS_Controller
export DESIGN_NICKNAME = RTS_Controller
export VERILOG_FILES = /design/flow/design.v
export SDC_FILE = /design/flow/constraint.sdc
export NUM_CORES = 4
export LEC_CHECK = 1
export CORE_AREA = 10 10 90 90
export DIE_AREA = 0 0 100 100
```

## flow/constraint.sdc

```tcl
current_design RTS_Controller

set clk_period 2.4
set clk_io_pct 0.2

create_clock -name clk0 -period $clk_period [get_ports {clk}]

set non_clock_inputs [all_inputs -no_clocks]
set_input_delay [expr $clk_period * $clk_io_pct] -clock clk0 $non_clock_inputs
set_output_delay [expr $clk_period * $clk_io_pct] -clock clk0 [all_outputs]
```

## flow/design.v

```verilog
module RTS_Controller #(
    parameter ShiftSize = 45,
    parameter numOfTstCycl = 45
) (
    input  clk,
    input  rstIn,
    output reg NbarT, rstOut, PRPG_En,
    output reg SRSG_En, SISA_En, MISR_En,
    output reg done
);
    reg [2:0] present_state, next_state;
    reg [10:0] shtCount;  
    reg shtCount_Rst, shtCount_En;
    reg [10:0] testVectorCount;  
    reg testCount_Rst, testCount_En;
    always @(posedge clk or posedge rstIn) begin
        if (rstIn)
            present_state <= 3'b000;
        else
            present_state <= next_state;
    end
    always @(present_state or shtCount) begin : Combinatorial
        NbarT = 1'b0;
        rstOut = 1'b0;
        MISR_En = 1'b0;
        PRPG_En = 1'b0;
        SRSG_En = 1'b0;
        done = 1'b0;
        SISA_En = 1'b0;
        shtCount_Rst = 1'b0;
        shtCount_En = 1'b0;
        testCount_Rst = 1'b0;
        testCount_En = 1'b0;
        case (present_state)
            3'b000 : begin
                next_state = 3'b001;
                rstOut = 1'b1;
                NbarT = 1'b1;
                testCount_Rst = 1'b1;
            end
            3'b001 : begin
                next_state = 3'b010;
                PRPG_En = 1'b1;
                shtCount_Rst = 1'b1;
            end
            3'b010 : begin
                next_state = (shtCount < ShiftSize - 1) ? 3'b010 : 3'b011;
                shtCount_En = 1'b1;
                SRSG_En = 1'b1;
                SISA_En = 1'b1;
                NbarT = 1'b1;
            end
            3'b011 : begin
                next_state = 3'b100;
                NbarT = 1'b0;
            end
            3'b100 : begin
                next_state = (testVectorCount < numOfTstCycl - 1) ? 3'b001 : 3'b101;
                testCount_En = 1'b1;
                MISR_En = 1'b1;
            end
            3'b101 : begin
                next_state = 3'b101;
                done = 1'b1;
            end
            default : next_state = 3'b000;
        endcase
    end
    always @(posedge clk) begin
        if (shtCount_Rst)
            shtCount <= 0;
        else if (shtCount_En)
            shtCount <= shtCount + 1;
    end
    always @(posedge clk) begin
        if (testCount_Rst)
            testVectorCount <= 0;
        else if (testCount_En)
            testVectorCount <= testVectorCount + 1;
    end
endmodule
```

## flow/run.sh

```bash
#!/bin/bash
# OpenROAD 26Q1-2900-gdf79404cd8, Yosys 0.63+post, stock flow scripts
make -C /OpenROAD-flow-scripts/flow DESIGN_CONFIG=/design/flow/config.mk WORK_HOME=/design/flow/orfs finish
```

==> Changelog: implementation <==
## Flow update

* CP startpoint kind: register
* WP data required at ~1.9 ns
* Max-area cell share at a little over a third
* Cycle use final at ~86%
* Met2 GRT Util at roughly 7%
* Static power due to leakage at about 0.54 nW
* CTS resizes at 0
* Die Wd at approximately 100 um
* Max frequency at about 0.5 GHz
* Pre-CTS setup slack at 0.635 ns
* Layout Skew at roughly 0.0037 ns
* Wirelength per Cell at 10.3 um
* Fill count at approximately 700
* # DRC at 0
* Status: complete, no violations
* RePlAce Congestion at about 0.82
* Worst vdd rail ir drop at around 0.00023 V
* Finished Core Util at 23.1%
* Crit path time final at between 2 and 2.5 ns
* Fraction of layout cells with a size suffix above 1 at about 7.4%
* Post-Syn Area at 0.00123 sq mm
* Hold_buf cts at 0
* CTS Buffer Depth at 2
* Area of the core at around 0.0063 sq mm
* DIE AREA at about 0.01 sq mm
* CP Capture Type: primary output
* Post-synth area hogs: dfxtp_1, dfrtp_1, or4_1
* HPWL after detailed placement at 1500 um
* Max_cap viols at 0
* Fin. Hold Viols at 0
* Most Crowded Layer GR: met2
* Synth warnings at 1
* Worst-skew pair later-pin latency at about 0.27 ns
* CTS Root Cell: clkbuf_8
* Final setup TNS at 0 ns
* Ports at 9
* Die H at around 100 um
* # Cells Yosys at between 100 and 150
* Initial antenna violation count at 0
* Worst endpoint data arrival time at about 1.6 ns
* All-Layer GR Usage at under 10%
* Pre-antenna DRT Iters at 4
* Vias/cell at ~4.3
* HP Class: register to register
* Final wirelength at 2200 um
* H-tree depth at 1
* Setup CP Type: register to primary output
* Via count at slightly above 900
* Vias in the first global route at around 830
* Chip area line of the yosys report at roughly 0.0012 sq mm
* Power Dens Cells at 601 mW/mm^2
* Post-CTS setup buffer count at 0
* CTS tree: built
* Pre-Place Util at 19.6%
* Met1 Use GR at under 10%
* N_diodes at 0
* Avg Inst Size Synth at between 9 and 10 sq um
* OpenROAD warnings at 25
* Async SR Flop Fraction at ~21%
* Layout Area Growth over Synthesis at 17.7%
* Post-Syn Instances at approximately 130
* Worst-path fanout max at 14
* Detail Route Antenna Nets at 0
* Synth Seq Share at 48.1%
* Yosys top cell by area: dfxtp_1
* Commonest flop: dfxtp_1
* Global route overflow at 0
* Global-route wire length before repair at ~3800 um
* Standard-cell rows at 29
* Yosys reg bits at 28
* Clock-pin slew on the worst setup and hold paths at 0.09 ns
* Final Setup Violations at 0
* Port Buf Inserts at 8
* CTS sink count at 28
* RSZ-0062 raised after global routing: no
* DRT iter0 DRCs at 35
* Post-synth EDFFs at 0
* Num CTS Buffers at 3
* Final WS setup at around 0.34 ns
* Largest net degree at the start of global routing at 17
* Grt met3 use at under 10%
* Distinct lib cells used at 30
* Final Max Slew Viols at 0
logic make-up (layout without fill, tap and decap cells):
group                    Yosys count  count (layout)  share of synthesized area [%]
flip-flops                        28              28                           48.1
buffers and inverters             12              19                           4.58
XOR/XNOR                           7               7                           4.98
other                              1               1                          0.305
adder cells (fa/ha/maj)            2               2                           2.03
AND-OR/OR-AND                     29              29                           14.8
AND/OR/NAND/NOR                   46              46                           21.8
multiplexers                       4               4                           3.46
cell type report:
cell class / instances / area [sq um] / area share, %
Clock inverter: 1 / 30.0 / 2.07
Tap cell: 77 / 96.3 / 6.66
Timing Repair Buffer: 8 / 80.1 / 5.53
Sequential cell: 28 / 592 / 40.9
Clock buffer: 3 / 41.3 / 2.85
Inverter: 7 / 26.3 / 1.82
Multi-Input combinational cell: 89 / 582 / 40.2
critical path: stages, from the launching register on:
cell,delay [ns]
dfstp_2,0.69
or2_2,0.15
clkdlybuf4s50_1,0.46
worst paths after layout:
check	start	end	slack [ns]	cells after the start
max	present_state[0]	NbarT	0.34	2
min	present_state[5]	present_state[1]	0.36	0
max reg2reg	present_state[2]	shtCount[10]	0.79	3
min reg2reg	present_state[5]	present_state[1]	0.36	0
max in group asynchronous	rstIn	present_state[0]	1.75	2
min in group asynchronous	rstIn	present_state[5]	0.40	2
power breakdown:
group / total, mW / switching [mW] / internal (mW)
Sequential: 0.484 / 0.0115 / 0.473
Combinational: 0.0177 / 0.00744 / 0.0103
Clock: 0.368 / 0.144 / 0.223
routing by layer:
layer | up-vias | wire length (um)
met5 | - | 0
met4 | 0 | 21
met3 | 2 | 74
met2 | 6 | 1050
met1 | 420 | 1060
li1 | 478 | -
synth_stat cells (3+ instances only):
library cell,instances
inv_1,7
nand3_1,4
o31ai_1,7
a21oi_1,11
nor2_1,12
buf_4,3
or4_1,9
xor2_1,3
dfxtp_1,22
or3_1,4
nand4_1,3
o21ai_0,4
a21o_1,4
nand2_1,7
dfrtp_1,5
xnor2_1,4
placed cells by master (no fill, tap or decap), drive strengths merged, types with 5 or more instances in the layout:
master | netlist | final
inv | 7 | 7
a21oi | 11 | 11
dfrtp | 5 | 5
clkdlybuf4s50 | 0 | 8
nor2 | 12 | 12
nand4 | 5 | 5
or4 | 9 | 9
o31ai | 7 | 7
dfxtp | 22 | 22
nand2 | 7 | 7
state kept, by name, summed over array words and instances, names as in the netlist:
register         cells
testVectorCount     11
present_state        6
shtCount            11
metrics by stage:
step           instances  total power [mW]  instance area, sq um  hold slack, ns
3_5_place_dp         209             0.513                  1380           0.337
2_1_floorplan        129             0.504                  1230           0.270
5_1_grt              213             0.907                  1450           0.369
6_report             213             0.870                  1450           0.359
4_1_cts              213             0.884                  1450           0.366
3_3_place_gp         209             0.513                  1380           0.333
Power figures rest on the tool's default switching activity, not on a simulated workload.
